==> flow/design.v <==
module mul8s_1L2H ( x, y, p );
  input [7:0] x;
  input [7:0] y;
  output [15:0] p;
  wire [7:0] A;
  wire [7:0] B;
  wire [15:0] O;
  assign  A = x;
  assign  B = y;
  assign  p = O;
  wire C_2_1,C_2_2,C_2_3,C_2_4,C_2_5,C_2_6,C_2_7,C_3_1,C_3_2,C_3_3,C_3_4,C_3_5,C_3_6,C_3_7,C_4_1,C_4_2,C_4_3,C_4_4,C_4_5,C_4_6,C_4_7,C_5_1,C_5_2,C_5_3,C_5_4,C_5_5,C_5_6,C_5_7,C_6_1,C_6_2,C_6_3,C_6_4,C_6_5,C_6_6,C_6_7,C_7_1,C_7_2,C_7_3,C_7_4,C_7_5,C_7_6,C_7_7,C_8_1,C_8_2,C_8_3,C_8_4,C_8_5,C_8_6,C_8_7,S_1_1,S_1_2,S_1_3,S_1_4,S_1_5,S_1_6,S_1_7,S_2_0,S_2_1,S_2_2,S_2_3,S_2_4,S_2_5,S_2_6,S_2_7,S_3_0,S_3_1,S_3_2,S_3_3,S_3_4,S_3_5,S_3_6,S_3_7,S_4_0,S_4_1,S_4_2,S_4_3,S_4_4,S_4_5,S_4_6,S_4_7,S_5_0,S_5_1,S_5_2,S_5_3,S_5_4,S_5_5,S_5_6,S_5_7,S_6_0,S_6_1,S_6_2,S_6_3,S_6_4,S_6_5,S_6_6,S_6_7,S_7_0,S_7_1,S_7_2,S_7_3,S_7_4,S_7_5,S_7_6,S_7_7,S_8_0,S_8_1,S_8_2,S_8_3,S_8_4,S_8_5,S_8_6,S_8_7;
  assign S_1_1 = (A[1] & B[1]);
  assign S_1_2 = (A[1] & B[2]);
  assign S_1_3 = (A[1] & B[3]);
  assign S_1_4 = (A[1] & B[4]);
  assign S_1_5 = (A[1] & B[5]);
  assign S_1_6 = (A[1] & B[6]);
  assign S_1_7 = ~(A[1] & B[7]);
  assign S_2_0 = S_1_1;
  PDKGENHAX1 U162 (.A(S_1_2), .B((A[2] & B[1])), .YS(S_2_1), .YC(C_2_1));
  PDKGENHAX1 U163 (.A(S_1_3), .B((A[2] & B[2])), .YS(S_2_2), .YC(C_2_2));
  PDKGENHAX1 U164 (.A(S_1_4), .B((A[2] & B[3])), .YS(S_2_3), .YC(C_2_3));
  PDKGENHAX1 U165 (.A(S_1_5), .B((A[2] & B[4])), .YS(S_2_4), .YC(C_2_4));
  PDKGENHAX1 U166 (.A(S_1_6), .B((A[2] & B[5])), .YS(S_2_5), .YC(C_2_5));
  PDKGENHAX1 U167 (.A(S_1_7), .B((A[2] & B[6])), .YS(S_2_6), .YC(C_2_6));
  PDKGENHAX1 U168 (.A(1'b1), .B(~(A[2] & B[7])), .YS(S_2_7), .YC(C_2_7));
  assign S_3_0 = S_2_1;
  PDKGENFAX1 U170 (.A(S_2_2), .B(C_2_1), .C((A[3] & B[1])), .YS(S_3_1), .YC(C_3_1));
  PDKGENFAX1 U171 (.A(S_2_3), .B(C_2_2), .C((A[3] & B[2])), .YS(S_3_2), .YC(C_3_2));
  PDKGENFAX1 U172 (.A(S_2_4), .B(C_2_3), .C((A[3] & B[3])), .YS(S_3_3), .YC(C_3_3));
  PDKGENFAX1 U173 (.A(S_2_5), .B(C_2_4), .C((A[3] & B[4])), .YS(S_3_4), .YC(C_3_4));
  PDKGENFAX1 U174 (.A(S_2_6), .B(C_2_5), .C((A[3] & B[5])), .YS(S_3_5), .YC(C_3_5));
  PDKGENFAX1 U175 (.A(S_2_7), .B(C_2_6), .C((A[3] & B[6])), .YS(S_3_6), .YC(C_3_6));
  PDKGENHAX1 U176 (.A(C_2_7), .B(~(A[3] & B[7])), .YS(S_3_7), .YC(C_3_7));
  assign S_4_0 = S_3_1;
  PDKGENFAX1 U178 (.A(S_3_2), .B(C_3_1), .C((A[4] & B[1])), .YS(S_4_1), .YC(C_4_1));
  PDKGENFAX1 U179 (.A(S_3_3), .B(C_3_2), .C((A[4] & B[2])), .YS(S_4_2), .YC(C_4_2));
  PDKGENFAX1 U180 (.A(S_3_4), .B(C_3_3), .C((A[4] & B[3])), .YS(S_4_3), .YC(C_4_3));
  PDKGENFAX1 U181 (.A(S_3_5), .B(C_3_4), .C((A[4] & B[4])), .YS(S_4_4), .YC(C_4_4));
  PDKGENFAX1 U182 (.A(S_3_6), .B(C_3_5), .C((A[4] & B[5])), .YS(S_4_5), .YC(C_4_5));
  PDKGENFAX1 U183 (.A(S_3_7), .B(C_3_6), .C((A[4] & B[6])), .YS(S_4_6), .YC(C_4_6));
  PDKGENHAX1 U184 (.A(C_3_7), .B(~(A[4] & B[7])), .YS(S_4_7), .YC(C_4_7));
  assign S_5_0 = S_4_1;
  PDKGENFAX1 U186 (.A(S_4_2), .B(C_4_1), .C((A[5] & B[1])), .YS(S_5_1), .YC(C_5_1));
  PDKGENFAX1 U187 (.A(S_4_3), .B(C_4_2), .C((A[5] & B[2])), .YS(S_5_2), .YC(C_5_2));
  PDKGENFAX1 U188 (.A(S_4_4), .B(C_4_3), .C((A[5] & B[3])), .YS(S_5_3), .YC(C_5_3));
  PDKGENFAX1 U189 (.A(S_4_5), .B(C_4_4), .C((A[5] & B[4])), .YS(S_5_4), .YC(C_5_4));
  PDKGENFAX1 U190 (.A(S_4_6), .B(C_4_5), .C((A[5] & B[5])), .YS(S_5_5), .YC(C_5_5));
  PDKGENFAX1 U191 (.A(S_4_7), .B(C_4_6), .C((A[5] & B[6])), .YS(S_5_6), .YC(C_5_6));
  PDKGENHAX1 U192 (.A(C_4_7), .B(~(A[5] & B[7])), .YS(S_5_7), .YC(C_5_7));
  assign S_6_0 = S_5_1;
  PDKGENFAX1 U194 (.A(S_5_2), .B(C_5_1), .C((A[6] & B[1])), .YS(S_6_1), .YC(C_6_1));
  PDKGENFAX1 U195 (.A(S_5_3), .B(C_5_2), .C((A[6] & B[2])), .YS(S_6_2), .YC(C_6_2));
  PDKGENFAX1 U196 (.A(S_5_4), .B(C_5_3), .C((A[6] & B[3])), .YS(S_6_3), .YC(C_6_3));
  PDKGENFAX1 U197 (.A(S_5_5), .B(C_5_4), .C((A[6] & B[4])), .YS(S_6_4), .YC(C_6_4));
  PDKGENFAX1 U198 (.A(S_5_6), .B(C_5_5), .C((A[6] & B[5])), .YS(S_6_5), .YC(C_6_5));
  PDKGENFAX1 U199 (.A(S_5_7), .B(C_5_6), .C((A[6] & B[6])), .YS(S_6_6), .YC(C_6_6));
  PDKGENHAX1 U200 (.A(C_5_7), .B(~(A[6] & B[7])), .YS(S_6_7), .YC(C_6_7));
  assign S_7_0 = S_6_1;
  PDKGENFAX1 U202 (.A(S_6_2), .B(C_6_1), .C(~(A[7] & B[1])), .YS(S_7_1), .YC(C_7_1));
  PDKGENFAX1 U203 (.A(S_6_3), .B(C_6_2), .C(~(A[7] & B[2])), .YS(S_7_2), .YC(C_7_2));
  PDKGENFAX1 U204 (.A(S_6_4), .B(C_6_3), .C(~(A[7] & B[3])), .YS(S_7_3), .YC(C_7_3));
  PDKGENFAX1 U205 (.A(S_6_5), .B(C_6_4), .C(~(A[7] & B[4])), .YS(S_7_4), .YC(C_7_4));
  PDKGENFAX1 U206 (.A(S_6_6), .B(C_6_5), .C(~(A[7] & B[5])), .YS(S_7_5), .YC(C_7_5));
  PDKGENFAX1 U207 (.A(S_6_7), .B(C_6_6), .C(~(A[7] & B[6])), .YS(S_7_6), .YC(C_7_6));
  PDKGENHAX1 U208 (.A(C_6_7), .B((A[7] & B[7])), .YS(S_7_7), .YC(C_7_7));
  assign S_8_0 = S_7_1;
  PDKGENHAX1 U210 (.A(S_7_2), .B(C_7_1), .YS(S_8_1), .YC(C_8_1));
  PDKGENFAX1 U211 (.A(S_7_3), .B(C_8_1), .C(C_7_2), .YS(S_8_2), .YC(C_8_2));
  PDKGENFAX1 U212 (.A(S_7_4), .B(C_8_2), .C(C_7_3), .YS(S_8_3), .YC(C_8_3));
  PDKGENFAX1 U213 (.A(S_7_5), .B(C_8_3), .C(C_7_4), .YS(S_8_4), .YC(C_8_4));
  PDKGENFAX1 U214 (.A(S_7_6), .B(C_8_4), .C(C_7_5), .YS(S_8_5), .YC(C_8_5));
  PDKGENFAX1 U215 (.A(S_7_7), .B(C_8_5), .C(C_7_6), .YS(S_8_6), .YC(C_8_6));
  PDKGENFAX1 U216 (.A(1'b1), .B(C_8_6), .C(C_7_7), .YS(S_8_7), .YC(C_8_7));
  assign O = {S_8_7,S_8_6,S_8_5,S_8_4,S_8_3,S_8_2,S_8_1,S_8_0,S_7_0,S_6_0,S_5_0,S_4_0,S_3_0,S_2_0,1'b0,1'b0};
endmodule
module PDKGENHAX1( input A, input B, output YS, output YC );
    assign YS = A ^ B;
    assign YC = A & B;
endmodule
module PDKGENFAX1( input A, input B, input C, output YS, output YC );
    assign YS = (A ^ B) ^ C;
    assign YC = (A & B) | (B & C) | (A & C);
endmodule
module mult_top(
    input clk,
    input  [15:0] x,
    input  [15:0] y,
    output reg [31:0] p_out
    );
    wire [31:0] P_vec;
    reg [15:0] X_vec;
    reg [15:0] Y_vec;
    mul8s_1L2H mult(X_vec,Y_vec,P_vec); 
    always @(posedge clk) 
    begin
        p_out = P_vec;
        X_vec = x;
        Y_vec = y;
    end
endmodule 
==> flow/run.sh <==
#!/bin/bash
# OpenROAD 26Q1-2900-gdf79404cd8, Yosys 0.63+post, stock flow scripts
make -C /OpenROAD-flow-scripts/flow DESIGN_CONFIG=/design/flow/config.mk WORK_HOME=/design/flow/orfs finish
==> flow/config.mk <==
export PLATFORM = sky130hd
export DESIGN_NAME = mult_top
export DESIGN_NICKNAME = mult_top
export VERILOG_FILES = /design/flow/design.v
export SDC_FILE = /design/flow/constraint.sdc
export NUM_CORES = 4
export LEC_CHECK = 1
export CORE_UTILIZATION = 40
==> flow/constraint.sdc <==
current_design mult_top

set clk_period 8.6
set clk_io_pct 0.2

create_clock -name clk0 -period $clk_period [get_ports {clk}]

set non_clock_inputs [all_inputs -no_clocks]
set_input_delay [expr $clk_period * $clk_io_pct] -clock clk0 $non_clock_inputs
set_output_delay [expr $clk_period * $clk_io_pct] -clock clk0 [all_outputs]
==> summary.txt <==
fresh numbers from the pnr run: clock latency reported for the late side of the worst-skew pair between 200 and 300 ps, FP Util 41.99%, Remaining Overflow, GRT 0, initial antenna violation count 0, average cell area after synthesis between 10 and 15 sq um, ant diodes 0, layout overhead on the synthesized area 17.31%, element type at the critical path end register, fin. max-slew vios 0, Boundary Pins around 65, depth of the CTS H-tree 1, crit-path max FO 7, Worst IR Drop VDD 123.1 uV, Crit Path Category reg -> reg, Die Height roughly 73 microns, TritonCTS clock tree built, clock slew seen by the registers of the worst setup and hold paths roughly 90 ps, stage-log warning count 43, detailed placement HPWL approximately 2000 microns, total track usage 11.03%, post-route worst setup slack 2567 ps, Resize count post-CTS 0, register-to-register setup slack between 2000 and 3000 ps, number of input and output port buffers inserted 28, hold_buf cts 0, result of the run complete, no violations, critical path required time 8770 ps, Fin Setup TNS 0 ps, Yosys cell types 9, number of clock buffers inserted by TritonCTS 3, via count of the first global-routing pass approximately 1,100, number of flip-flops and latches in the synthesized netlist 28, Max Clk Rate ~170 MHz, vias after detailed routing about 1,100, final clock period utilization by the worst path a little over two thirds, class of the tightest hold or removal check reg -> reg, Post-Synthesis Cell Area approximately 0.0020 sq mm, Bufs on Longest Clock Path 2, number of warnings issued by yosys 4, clock tree sinks 28, Leakage around 1.2 nW, placement-stage worst setup slack ~2500 ps, number of standard cells after synthesis 197, Root Driver sky130_fd_sc_hd__clkbuf_8, yosys cell count 197, post-CTS repair timing setup buffer count 0, routed wire length 2229 microns, critical path startpoint category register, Chip Width between 70 and 80 microns, Final min period 6033 ps, sequential element share of the synthesized area between 20% and 30%, final weighted congestion of routability-driven global placement around 0.80, placeable core area ~0.0048 sq mm, Total Die Area between 0.005 and 0.006 sq mm, Max-cap violations 0, Via-to-Cell Ratio a little under 4, DRC Markers 0, violation tally from detailed-route iteration zero 16, wire length of the first global-routing pass between 4000 and 5000 microns, number of optimization iterations in the first detailed-route pass 4, maximum number of pins on one net before global-route repair 16, Final ANT Viol Nets 0, Final setup violation count 0, DR WL/cell about 7.6 microns, row count 25, Pwr per Cell Area 206.6 mW/mm^2, Final Hold Vio Count 0, worst endpoint data arrival time 6200 ps, clock skew about 1.6 ps, yosys stat area 0.002009 sq mm, fraction of final layout cells sized beyond drive strength 1 1.754%, unrepaired setup endpoints after global routing false, final design utilization 49.25%
sequential cells by signal, indices dropped and copies added (netlist names):
register	cells
X_vec	7
Y_vec	7
p_out	14
metal layers:
layer	global-route usage (%)	vias to the layer above	share of wire (%)
met5	0	-	0
met4	0.6536	0	1.1
met3	1.961	2	3.8
met2	19.94	24	50
met1	15.29	543	45
li1	-	575	-
path summary, 6_finish.rpt:
check | end | cells past startpoint | start
worst min-delay path | p_out[2]$_DFF_P_ | 1 | Y_vec[1]$_DFF_P_
worst max-delay path | p_out[15]$_DFF_P_ | 19 | Y_vec[7]$_DFF_P_
worst min register to register | p_out[2]$_DFF_P_ | 1 | Y_vec[1]$_DFF_P_
worst max register to register | p_out[15]$_DFF_P_ | 19 | Y_vec[7]$_DFF_P_
cell families after synthesis:
| logic type | Yosys count | synth area share [%] |
|---|---|---|
| other | 1 | 0.1866 |
| xor gates and xnor gates | 1 | 0.4359 |
| DFF | 28 | 27.90 |
| buffers and inverters | 71 | 16.63 |
| adders and majority gates | 47 | 42.34 |
| and+or+nand+nor | 49 | 12.52 |
cells in the mapped netlist (all sizes together):
cell	instances	area (sq um)
fa	35	700.7
inv	53	198.9
ha	12	150.1
buf	18	135.1
dfxtp	28	560.5
nand2	22	82.58
conb	1	3.750
xor2	1	8.760
and2	27	168.9
layout make-up:
class | instances | area (sq um)
multi-input cells | 115 | 1179
fillers | 452 | 2429
well taps | 67 | 83.83
inverters | 53 | 198.9
repair buffers | 28 | 280.3
flip-flops and latches | 28 | 560.5
clock buffers | 4 | 55.05
worst max-delay path, cell delays in order (launching register included):
cell and delay (ps):
sky130_fd_sc_hd__dfxtp_1 450, sky130_fd_sc_hd__nand2_1 80, sky130_fd_sc_hd__ha_1 290, sky130_fd_sc_hd__inv_1 50
sky130_fd_sc_hd__fa_1 520, sky130_fd_sc_hd__inv_1 50, sky130_fd_sc_hd__fa_1 560, sky130_fd_sc_hd__fa_1 450
sky130_fd_sc_hd__fa_1 540, sky130_fd_sc_hd__inv_1 50, sky130_fd_sc_hd__fa_1 410, sky130_fd_sc_hd__inv_1 60
sky130_fd_sc_hd__ha_1 130, sky130_fd_sc_hd__inv_1 50, sky130_fd_sc_hd__fa_1 410, sky130_fd_sc_hd__fa_1 420
sky130_fd_sc_hd__fa_1 420, sky130_fd_sc_hd__fa_1 420, sky130_fd_sc_hd__fa_1 410, sky130_fd_sc_hd__xor2_1 150
power breakdown:
part,internal (W),switching (W),leakage (nW)
Clock,0.0000409,0.0000383,0.0288
Combinational,0.000130,0.000101,0.906
Sequential,0.000166,0.0000113,0.236
cell usage in the layout (no fill, tap or decap):
master	synthesis	layout
sky130_fd_sc_hd__and2_1	27	27
sky130_fd_sc_hd__clkbuf_8	0	4
sky130_fd_sc_hd__clkdlybuf4s50_1	0	28
sky130_fd_sc_hd__conb_1	1	18
sky130_fd_sc_hd__dfxtp_1	28	28
sky130_fd_sc_hd__fa_1	35	35
sky130_fd_sc_hd__ha_1	12	12
sky130_fd_sc_hd__inv_1	53	53
sky130_fd_sc_hd__nand2_1	22	22
sky130_fd_sc_hd__xor2_1	1	1
metrics by stage:
stage	power (W)	cell area, sq um	hold WS (ps)	cells
CTS	0.0005052	2357	574.7	295
finish	0.0004871	2357	565.8	295
detailed placement	0.0004201	2302	560.8	291
global route	0.0005624	2357	592.6	295
floorplan	0.0003391	2073	504.5	214
global placement	0.0004197	2302	549.2	291
No activity file was given, so power comes from the tool's default toggle rates.
